--- /design/flow/run.sh ---
#!/bin/bash
# OpenROAD 26Q1-2900-gdf79404cd8, Yosys 0.63+post, stock flow scripts
make -C /OpenROAD-flow-scripts/flow DESIGN_CONFIG=/design/flow/config.mk WORK_HOME=/design/flow/orfs finish
--- /design/flow/design.v ---
`timescale 1ns / 1ps
module RF(
    input [4:0] A1,
    input [4:0] A2,
    input [4:0] A3,
    input [31:0] WD,
	 input [31:0] Pc,
    input clk,
    input WE,
	 input reset,
    output [31:0] RD1,
    output [31:0] RD2
    );
reg [31:0] grf[31:0];
integer n;
initial begin
for(n=0;n<=31;n=n+1)
grf[n] <=32'b0;
end
parameter T=5'd31;
always@(posedge clk)
begin
  if(reset==1)
    begin
      for(n=0;n<=31;n=n+1)
      grf[n] <=32'b0;
    end
   else if(WE==1&&A3!=0)
   begin
      grf[A3] <= WD;
   end
end
assign RD1=grf[A1];
assign RD2=grf[A2];
endmodule
--- /design/flow/config.mk ---
export PLATFORM = sky130hd
export DESIGN_NAME = RF
export DESIGN_NICKNAME = RF
export VERILOG_FILES = /design/flow/design.v
export SDC_FILE = /design/flow/constraint.sdc
export NUM_CORES = 4
export LEC_CHECK = 1
export CORE_UTILIZATION = 50
--- /design/flow/constraint.sdc ---
current_design RF

set clk_period 26.3
set clk_io_pct 0.2

create_clock -name clk0 -period $clk_period [get_ports {clk}]

set non_clock_inputs [all_inputs -no_clocks]
set_input_delay [expr $clk_period * $clk_io_pct] -clock clk0 $non_clock_inputs
set_output_delay [expr $clk_period * $clk_io_pct] -clock clk0 [all_outputs]
==> out/README.md <==
| Parameter | Value |
|:---|:---|
| Power Total | 3.99 mW |
| Crit-path cells | clkdlybuf4s50_1 > nor2b_4 > buf_4 > buf_4 > a22o_1 > nor3_1 > a31oi_1 > nand3_1 > clkdlybuf4s50_1 |
| DRC errors left | 0 |
| Cell total in the yosys stat output | 4605 |
| Flops after synth | 1024 |
| Final Max-Slew Violation Tally | 0 |
| Tally of unique sky130hd cells used after synthesis | 30 |
| Number of endpoints with negative hold slack in the final report | 0 |
| Post-synthesis async set-or-reset flop share | 0% |
| Placement Setup Slack | 11690 ps |
| Depth of the CTS H-tree | 3 |
| Via count of the first global-routing pass | 38500 |
| Design internal power | 3.00 mW |
| Number of violations reported at the end of detailed-routing iteration 0 | 2364 |
| Worst relative slew slack | 34.4% |
| Arrival time of data at the critical path endpoint | 9490 ps |
| Maximum vdd drop | 47.1 uV |
| Top flip-flop cell by instance count after synthesis | sky130_fd_sc_hd__edfxtp_1 |
| Fraction of synthesized cell area taken by the top area cell type | 55.0% |
| Die width | 336 microns |
| Achievable frequency | 0.0678 GHz |
| Final weighted congestion in routability-driven placement | 0.872 |
| Setup_tns | 0 ps |
| Overall overflow remaining after global route | 0 |
| Crit-path max cell delay | 750 ps |
| Post-CTS Setup Repair Bufs | 0 |
| Number of flip-flops under the largest register name | 1024 |
| Number of synthesized flops with an enable pin | 1024 |
| Tool Warnings | 58 |
| Share of power burned in the clock network | 40.1% |
| CTS tree | done |
| Top cells by count | sky130_fd_sc_hd__edfxtp_1, sky130_fd_sc_hd__mux2i_1, sky130_fd_sc_hd__and2_1, sky130_fd_sc_hd__clkbuf_1, sky130_fd_sc_hd__nand2_1 |
| Global router's overall resource usage | 36.8% |
| Final HPWL DP | 102 mm |
| Top cells by area, synth | sky130_fd_sc_hd__edfxtp_1, sky130_fd_sc_hd__mux2i_1, sky130_fd_sc_hd__and2_1 |
| Synthesis-to-finish area growth | 10.9% |
| Count of instances resized after the clock tree is built | 0 |
| Pwr/cell area | 64.4 nW/um^2 |
| TritonCTS Buffers | 115 |
| Crit path time final | 14750 ps |
| Core Area | 111000 sq um |
| Die H | 336 microns |
| Final core utilization | 56.0% |
| Maximum number of pins on one net before global-route repair | 97 |
| Library cell used as clock root buffer | sky130_fd_sc_hd__clkbuf_16 |
| Total cell area at the placement stage | 58200 sq um |
| Startpoint of the worst setup timing path | A2[2] |
| Cell type with the largest total area | sky130_fd_sc_hd__edfxtp_1 |
| Combinational group share of total power | 11.7% |
| Final cycle utilization of the critical path | 56.1% |
| Crit path launch type | input port |
| Relative contribution of sequential cells to total power | 48.3% |
| Overall via count from detail_route | 37700 |
| CTS Buffer Depth | 3 |
| Detail-routed via count per cell | 6.12 |
| Worst hold margin | 5190 ps |
| Worst min-delay path category | in2reg |
| Element type at the critical path end | output pin |
| Post-CTS Hold Buffers | 0 |
| Switching power summed over all nets | 0.993 mW |
| Chip area | 113000 sq um |
| Fraction of final layout cells sized beyond drive strength 1 | 8.51% |
| Count of pins on the block boundary | 146 |
| Startpoint of the tightest hold check path | reset |
| Effective utilization at floorplan | 50.5% |
| Register area share after synthesis | 55.0% |
| Final Non-Filler Cells | 6159 |
| CTS clock-pin slew for the worst setup and hold paths | 60 ps |
| Crit path max fanout | 41 |
| Total length of routed wires | 190 mm |
| Registers with the most flip-flops | grf x1024 |
| Number of max-capacitance violations reported | 0 |
| Post-route worst setup slack | 11550 ps |
| Class of the most critical setup path | in2out |
| Outcome | finished, final reports clean |
| Cell Area, Synth | 55900 sq um |
| PortBufs | 113 |
| Number of routed nets with antenna violations | 0 |
| Terminating pin of the worst hold path | grf[0][0]$_SDFFCE_PN0P_ |
| Synthesized area divided by synthesized cell count | 12.1 sq um |
| Pin slew with the least headroom to its limit | 981 ps |
| Unrepaired setup endpoints after global routing | no |
| Global-route wire length before repair | 269 mm |
| Final setup violation count | 0 |
| Chip area estimate from yosys synthesis | 55900 sq um |
| Number of standard cells after synthesis | 4605 |
| Largest reg by FF count | grf |
| Final design instance area without fill | 62000 sq um |
| Floorplan row count | 122 |
| Worst Hold Depth | 1 |
| Pre-antenna DRT Iters | 5 |
| Leakage power | 24.1 nW |
| Slowest cell on crit path | sky130_fd_sc_hd__buf_4 |
| Placed insts | 5939 |
| Number of antenna violations at the first check in global routing | 10 |
| Switching portion of total power | 24.9% |
| Data required time of the critical path | 21040 ps |
| DR WL/cell | 30.8 microns |
| Total clock sinks | 1024 |
| Synth warnings | 1 |
==> area by class of cell <==
class | instances | area [sq um]
fill | 8841 | 48700
tap | 1488 | 1860
clock buffer | 141 | 3060
clock inverter | 71 | 654
multi-input combinational | 3166 | 23300
sequential | 1024 | 30700
timing repair buffer | 261 | 2310
antenna | 8 | 20.0
==> how the worst max path moves through the flow <==
stage          to  cells after the start
4_1_cts    RD2[0]                      9
5_1_grt    RD2[0]                      9
6_report  RD2[12]                      9
==> cell families (layout without fill, tap and decap cells) <==
logic type	count (synthesis)	in the layout	synth area share (%)
AND/OR/NAND/NOR	1534	1534	15.8
multiplexers	1024	1024	18.3
flip-flops	1024	1024	55.0
AND-OR/OR-AND	576	576	7.02
buffers and inverters	446	473	3.79
other	1	40	0.00671
==> routing by layer <==
layer | track usage (%) | vias to the layer above | wire length [microns]
met5 | 0.681 | - | 112
met4 | 12.3 | 12 | 8070
met3 | 24.1 | 427 | 30400
met2 | 50.4 | 2331 | 81700
met1 | 49.7 | 18100 | 69300
li1 | - | 16800 | -
==> power by group through the flow <==
stage / Clock, mW / Sequential (mW) / Combinational (mW)
after CTS: 1.62 / 1.93 / 0.461
after global routing: 1.68 / 1.94 / 0.494
final: 1.60 / 1.93 / 0.466
==> cells in the final DEF (no fill, tap or decap) <==
| cell | n |
|---|---|
| sky130_fd_sc_hd__mux2i_1 | 1024 |
| sky130_fd_sc_hd__edfxtp_1 | 1024 |
| sky130_fd_sc_hd__and2_1 | 992 |
| sky130_fd_sc_hd__nand2_1 | 193 |
| sky130_fd_sc_hd__nand3_1 | 193 |
| sky130_fd_sc_hd__a22oi_1 | 192 |
| sky130_fd_sc_hd__a21oi_1 | 192 |
| sky130_fd_sc_hd__buf_4 | 143 |
| sky130_fd_sc_hd__a22o_1 | 128 |
| sky130_fd_sc_hd__clkbuf_16 | 119 |
| sky130_fd_sc_hd__clkdlybuf4s50_1 | 110 |
| sky130_fd_sc_hd__nor3_1 | 64 |
| sky130_fd_sc_hd__a31oi_1 | 64 |
| sky130_fd_sc_hd__nor2_4 | 33 |
| sky130_fd_sc_hd__or2_2 | 33 |
| sky130_fd_sc_hd__conb_1 | 32 |
| sky130_fd_sc_hd__clkinv_1 | 28 |
| sky130_fd_sc_hd__clkinv_2 | 27 |
| sky130_fd_sc_hd__clkbuf_1 | 22 |
| sky130_fd_sc_hd__bufinv_16 | 13 |
| sky130_fd_sc_hd__diode_2 | 8 |
| sky130_fd_sc_hd__buf_12 | 5 |
| sky130_fd_sc_hd__nor2b_4 | 4 |
| sky130_fd_sc_hd__nand2b_2 | 4 |
| sky130_fd_sc_hd__nand2_2 | 3 |
| sky130_fd_sc_hd__nand3b_1 | 3 |
| sky130_fd_sc_hd__and2_4 | 2 |
| sky130_fd_sc_hd__or3b_4 | 2 |
| sky130_fd_sc_hd__nor2_1 | 2 |
| sky130_fd_sc_hd__or3_1 | 2 |
| sky130_fd_sc_hd__clkinvlp_4 | 2 |
| sky130_fd_sc_hd__buf_8 | 2 |
| sky130_fd_sc_hd__nor2b_2 | 1 |
| sky130_fd_sc_hd__nand3_2 | 1 |
| sky130_fd_sc_hd__nand2b_1 | 1 |
| sky130_fd_sc_hd__nand3b_2 | 1 |
| sky130_fd_sc_hd__inv_6 | 1 |
| sky130_fd_sc_hd__buf_2 | 1 |
==> worst max-delay path, delay by kind of cell <==
family / cells / cell delay (ps)
AND/OR/NAND/NOR: 3 / 950
buffers and inverters: 4 / 2560
AND-OR/OR-AND: 2 / 600
Power is estimated from default activity; no workload was simulated.
